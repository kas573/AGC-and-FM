===== /design/flow/config.mk =====
export PLATFORM = sky130hd
export DESIGN_NAME = FM_demodulator
export DESIGN_NICKNAME = FM_demodulator
export VERILOG_FILES = /design/flow/design.v
export SDC_FILE = /design/flow/constraint.sdc
export NUM_CORES = 4
export LEC_CHECK = 1
export CORE_UTILIZATION = 50

===== /design/flow/constraint.sdc =====
current_design FM_demodulator

set clk_period 44.8
set clk_io_pct 0.2

create_clock -name clk0 -period $clk_period [get_ports {clk}]

set non_clock_inputs [all_inputs -no_clocks]
set_input_delay [expr $clk_period * $clk_io_pct] -clock clk0 $non_clock_inputs
set_output_delay [expr $clk_period * $clk_io_pct] -clock clk0 [all_outputs]

===== /design/flow/design.v =====
`timescale 1 ns / 1 ns
module FM_demodulator
          (
           clk,
           reset,
           clk_enable,
           inp_I,
           inp_Q,
           out_fm
          );
  input   clk;
  input   reset;
  input   clk_enable;
  input   signed [38:0] inp_I;   
  input   signed [38:0] inp_Q;   
  output  [12:0] out_fm;   
  wire enb;
  reg signed [38:0] Delay1_out1;   
  reg signed [38:0] Delay2_out1;   
  reg signed [38:0] Delay4_out1;   
  wire signed [31:0] Sum4_sub_cast;   
  wire signed [31:0] Sum4_sub_cast_1;   
  wire signed [31:0] Sum4_sub_temp;   
  wire signed [29:0] Sum4_out1;   
  wire signed [68:0] Product_mul_temp;   
  wire signed [32:0] Product_out1;   
  reg signed [38:0] Delay3_out1;   
  wire signed [30:0] Sum3_sub_cast;   
  wire signed [30:0] Sum3_sub_cast_1;   
  wire signed [30:0] Sum3_sub_temp;   
  wire signed [28:0] Sum3_out1;   
  wire signed [67:0] Product2_mul_temp;   
  wire signed [32:0] Product2_out1;   
  wire signed [31:0] Sum5_sub_cast;   
  wire signed [31:0] Sum5_sub_cast_1;   
  wire signed [31:0] Sum5_sub_temp;   
  wire [12:0] OUTPUT_rsvd;   
  reg [12:0] OUTPUT_rsvdreg;
  assign enb = clk_enable;
  always @(posedge clk or posedge reset)
    begin : Delay1_process
      if (reset == 1'b1) begin
        Delay1_out1 <= 39'sh0000000000;
      end
      else begin
        if (enb) begin
          Delay1_out1 <= inp_I;
        end
      end
    end
  always @(posedge clk or posedge reset)
    begin : Delay2_process
      if (reset == 1'b1) begin
        Delay2_out1 <= 39'sh0000000000;
      end
      else begin
        if (enb) begin
          Delay2_out1 <= inp_Q;
        end
      end
    end
  always @(posedge clk or posedge reset)
    begin : Delay4_process
      if (reset == 1'b1) begin
        Delay4_out1 <= 39'sh0000000000;
      end
      else begin
        if (enb) begin
          Delay4_out1 <= Delay2_out1;
        end
      end
    end
  assign Sum4_sub_cast = inp_Q[38:7];
  assign Sum4_sub_cast_1 = Delay4_out1[38:7];
  assign Sum4_sub_temp = Sum4_sub_cast - Sum4_sub_cast_1;
  assign Sum4_out1 = Sum4_sub_temp[29:0];
  assign Product_mul_temp = Delay1_out1 * Sum4_out1;
  assign Product_out1 = Product_mul_temp[66:34];
  always @(posedge clk or posedge reset)
    begin : Delay3_process
      if (reset == 1'b1) begin
        Delay3_out1 <= 39'sh0000000000;
      end
      else begin
        if (enb) begin
          Delay3_out1 <= Delay1_out1;
        end
      end
    end
  assign Sum3_sub_cast = inp_I[38:8];
  assign Sum3_sub_cast_1 = Delay3_out1[38:8];
  assign Sum3_sub_temp = Sum3_sub_cast - Sum3_sub_cast_1;
  assign Sum3_out1 = Sum3_sub_temp[28:0];
  assign Product2_mul_temp = Sum3_out1 * Delay2_out1;
  assign Product2_out1 = Product2_mul_temp[65:33];
  assign Sum5_sub_cast = {Product_out1[32], Product_out1[32:2]};
  assign Sum5_sub_cast_1 = {Product2_out1[32], Product2_out1[32:2]};
  assign Sum5_sub_temp = Sum5_sub_cast - Sum5_sub_cast_1;
  assign OUTPUT_rsvd = Sum5_sub_temp[29:17];
always @(posedge clk)
    begin : OUTPUT_rsvdreg_process    
        if (enb) begin
          OUTPUT_rsvdreg <= OUTPUT_rsvd;
       end
    end
  assign out_fm = OUTPUT_rsvdreg;
endmodule   

===== /design/flow/run.sh =====
#!/bin/bash
# OpenROAD 26Q1-2900-gdf79404cd8, Yosys 0.63+post, stock flow scripts
make -C /OpenROAD-flow-scripts/flow DESIGN_CONFIG=/design/flow/config.mk WORK_HOME=/design/flow/orfs finish

==> flow_summary.json <==
{
  "status": "complete, no violations",
  "top_cell": "inv_1",
  "synth-edff-count": 13,
  "dr_wl_met2_um": 109400,
  "worstRegToRegCells": 55,
  "drtIter0Drc": 2601,
  "crit_family": "AND-OR/OR-AND gates",
  "clock.fmax_ghz": 0.04136,
  "h-tree-depth": 4,
  "grt_pass1_vias": 65240,
  "cp_common_cell": "fa_1",
  "die_height_um": 412.3,
  "worstReg2RegEnd": "OUTPUT_rsvdreg[12]$_DFFE_PP_",
  "whs_path_depth": 2,
  "routed.top_layer": "met5",
  "clk-insertion-delay-late_ps": 510,
  "finalClockPeriodUsage_pct": 53.96,
  "via_per_inst": 5.212,
  "crit_cells": 57,
  "ys_area_sq_um": 84170,
  "skew_ps": 18.12,
  "max_slew.worst_pin.slew_ps": 925.6,
  "cts_tree": "done",
  "cp-start-kind": "input port",
  "critPathSlowestCell": "a2111oi_0",
  "setup_violations": 0,
  "fin_util_pct": 52.91,
  "path_clk_slew_ps": 70,
  "drt_pass1_iterations": 7,
  "ys_ff": 150,
  "portBuffers": 93,
  "ff_type": "dfrtp_1",
  "hp-class": "flip-flop to flip-flop",
  "top_area_cell": "fa_1",
  "startpoint": "inp_Q[7]",
  "grt.total_usage_pct": 32.14,
  "grt_pass1_wl_um": 378100,
  "clockBufferDepth": 2,
  "max-cap-violations": 0,
  "drc": 0,
  "cts_setup_buffers": 0,
  "synth-async-reset-ratio_pct": 91.33,
  "avgRoutedWirePerCell_um": 20.74,
  "postSynthSeqShare_pct": 4.537,
  "nFillCells": 14920,
  "drt-met1-wl_um": 87760,
  "crit_fanout": 38,
  "via_count": 58700,
  "critical_path.endpoint": "OUTPUT_rsvdreg[12]$_DFFE_PP_",
  "yosys_cells": 9256,
  "synth_area_per_cell_sq_um": 9.093,
  "synthDistinctLibCells": 65,
  "top_area_share_pct": 55.11,
  "num_rows": 150,
  "yosysWarnings": 1,
  "clockRootBuffer": "clkbuf_16",
  "syn_inst": 9256,
  "syn_to_final_growth_pct": 5.121,
  "die_w_um": 412.3,
  "dr_wl_met3_um": 28520,
  "drive_above_1_share_pct": 4.241,
  "gp_congestion": 0.9615,
  "fin_setup_tns_ps": 0,
  "initCoreUtil_pct": 50.33,
  "relSlewSlack_pct": 36.70,
  "cts_buffers": 17,
  "antenna_found_initial": 3,
  "cts_hold_buf": 0,
  "slowest_delay_ps": 800,
  "r2r_setup_slack_ps": 29190,
  "dp_hpwl_um": 179300,
  "warning_count": 25,
  "core_sq_um": 167200,
  "path_buffers": 6,
  "worstSetupEndpointType": "flip-flop",
  "ant_nets": 0,
  "io_pins": 94,
  "required_ps": 45040,
  "period_minus_slack_ps": 24180,
  "synth_area_sq_um": 84170,
  "critical_path_class": "input port to flip-flop",
  "die_area_sq_um": 170000,
  "area_leaders": "fa_1 (55%), inv_1 (11%), nand2_1 (7.6%), ha_1 (6.7%), dfrtp_1 (4.1%)",
  "grt_overflow": 0,
  "wirelength_um": 233600,
  "clkSinkCount": 150,
  "cp.arrival_ps": 24420,
  "hold_violations": 0,
  "rsz0062_at_grt": "false",
  "grt_max_degree": 92,
  "synthTopCellsByCount": "inv_1 (2538), fa_1 (2317), nand2_1 (1707), clkbuf_1 (473), and2_1 (463)",
  "finalMaxSlewViolations": 0,
  "cts_resized": 0,
  "r2r_start": "Delay4_out1[7]$_DFFE_PP0P_"
}
[final cells by class]
class | instances | area, sq um | area share, %
diodes | 4 | 10.01 | 0.01131
clock buffers | 17 | 425.4 | 0.4808
clock inverters | 15 | 198.9 | 0.2249
inverters | 2538 | 9532 | 10.77
multi-input cells | 6073 | 69520 | 78.57
flip-flops and latches | 150 | 3819 | 4.316
well taps | 2204 | 2758 | 3.117
repair buffers | 262 | 2216 | 2.504
[worst min-delay path by stage]
stage                                       start                     endpoint  slack (ps)
after CTS             Delay1_out1[24]$_DFFE_PP0P_  Delay3_out1[24]$_DFFE_PP0P_         500
final                 Delay1_out1[24]$_DFFE_PP0P_  Delay3_out1[24]$_DFFE_PP0P_         490
after global routing  Delay1_out1[37]$_DFFE_PP0P_  Delay1_out1[37]$_DFFE_PP0P_         520
[per-stage QoR]
stage          worst slack (ps)  cell area, sq um  hold slack, ps  std cells
2_1_floorplan             23110             84170           484.9       9256
3_3_place_gp              20220             87840           469.5      11230
3_5_place_dp              20190             87840           478.3      11230
4_1_cts                   20660             88470           495.0      11260
5_1_grt                   19630             88470           523.7      11260
6_report                  20620             88480           490.6      11260
[routing by layer]
metal | vias to the layer above | global-route usage (%)
met4 | 2 | 7.867
met2 | 2554 | 47.84
met5 | - | 0.1979
li1 | 25660 | -
met1 | 30090 | 45.33
met3 | 394 | 15.34
[layout by cell type (no fill, tap or decap), drive strengths merged, types with 90 or more instances in the layout]
cell and n:
a21oi 118, and2 463, buf 169, clkdlybuf4s50 92, dfrtp 137, fa 2317
ha 452, inv 2545, nand2 1707, nand2b 90, nor2 124, nor2b 103
o21ai 121, xnor2 116
[sequential cells by signal (all words and copies together) (netlist names)]
| signal | flops |
|---|---|
| Delay1_out1 | 39 |
| Delay4_out1 | 30 |
| OUTPUT_rsvdreg | 13 |
| Delay3_out1 | 29 |
| Delay2_out1 | 39 |
[worst min-delay path, cell delays in order, from the launching register on]
cell and delay, ps:
dfrtp_1 350, nand2_1 50, o21ai_0 60
[logic make-up (layout without fill, tap and decap cells)]
group / Yosys count / after routing / synth area share (%)
other cells: 0 / 4 / 0
mux: 82 / 82 / 1.097
flops: 150 / 150 / 4.537
fa+ha+maj: 2769 / 2769 / 61.83
simple gates: 2639 / 2639 / 14.12
compound gates: 422 / 422 / 3.165
buf+inv: 3033 / 2832 / 13.53
xor+xnor: 161 / 161 / 1.726
